### ./config.mk
export PLATFORM = sky130hd
export DESIGN_NAME = lab3_fsm
export DESIGN_NICKNAME = lab3_fsm
export VERILOG_FILES = /design/flow/design.v
export SDC_FILE = /design/flow/constraint.sdc
export NUM_CORES = 4
export LEC_CHECK = 1
export CORE_AREA = 10 10 107 107
export DIE_AREA = 0 0 117 117
### ./constraint.sdc
current_design lab3_fsm

set clk_period 2.6
set clk_io_pct 0.2

create_clock -name clk0 -period $clk_period [get_ports {clk}]

set non_clock_inputs [all_inputs -no_clocks]
set_input_delay [expr $clk_period * $clk_io_pct] -clock clk0 $non_clock_inputs
set_output_delay [expr $clk_period * $clk_io_pct] -clock clk0 [all_outputs]
### ./design.v
module lab3_fsm(input logic clk, reset, keypressed,
                input logic [3:0] num, rows, cols,
                output logic en,
                output logic [3:0] num_out, 
				output logic [1:0] stateout);
	logic b1,b2;
	logic [3:0] saverow, savecol, temp;
    logic [5:0] waitcount;
    typedef enum logic [1:0] {IDLE, WAIT1, RELEASE, WAIT2} state_t;
    state_t current_state, next_state;
    always_ff @(posedge clk, negedge reset) begin
        if(reset == 0)begin
			current_state <= IDLE;
			end
        else begin
			current_state <= next_state;
			if (current_state == IDLE | current_state == RELEASE) begin
			waitcount <= 0;
			end
			if(current_state == WAIT1 | current_state == WAIT2) begin
			waitcount <= waitcount + 6'd1; 
			end
			else waitcount <= waitcount; 
			if(current_state == IDLE & keypressed) begin
				saverow <= rows; 
				savecol <= cols;
				num_out <= num;
			end
			if(current_state == RELEASE) begin
				stateout <=  {(saverow == rows),(savecol&cols)==4'b0000};
			end
			else stateout <= 0;
			end
    end
    always_comb begin
        next_state = current_state;   
		en         = 0;        
        case (current_state)
            IDLE: begin  
					en = 0;  
					if (keypressed) begin next_state = WAIT1;
                     en = 0;  
                    end
					else begin
						en = 0;
						next_state = current_state; 
						end
                end
            WAIT1: begin
                    if (waitcount == 10) next_state = RELEASE;  
					else begin
						next_state = current_state; 
						en = 0;
						end
              end
            RELEASE: begin  
					en = 1;
					if ((saverow == rows  & ((savecol&cols)==4'b0000))) begin next_state = WAIT2;
                         en = 0;  
                        end
					else next_state = current_state; 
                end
            WAIT2: begin
                    if (waitcount == 10) begin  
                        next_state = IDLE; 
						en = 0;
                    end
					else next_state = current_state; 
                end
            default:  next_state = IDLE;
        endcase
    end
endmodule
### ./run.sh
#!/bin/bash
# OpenROAD 26Q1-2900-gdf79404cd8, Yosys 0.63+post, stock flow scripts
make -C /OpenROAD-flow-scripts/flow DESIGN_CONFIG=/design/flow/config.mk WORK_HOME=/design/flow/orfs finish
==> out/results.ini <==
[timing]
worst_pin_slew_ns=0.3424
final.min_clock_period_ns=2.423
fin_skew_ns=0.002054
min_period_over_period_pct=93.18
drv_slew=0
setup_viol=0
hold_viol=0
grt_setup_unrepaired=no
finalWorstSetupSlack_ns=0.1773
hold_ws_ns=0.5139
slew_headroom_pct=77.11
max_freq_mhz=412.8

[critical_path]
path_cells=clkdlybuf4s50_1, xor2_2, nor4_4, a2111oi_2, dlygate4sd2_1
worst-path-buf-inv=2
crit-reg2reg-launch=saverow[1]
critical_path.startpoint_type=input port
critPathTopFamily=buffers and inverters
critical_path_class=in2out
r2r_setup_slack_ns=1.21
slowest_stage=clkdlybuf4s50_1
reg2reg_depth=4
critPathRequiredTime_ns=2.08
cp_max_fo=2
critPathArrivalTime_ns=1.90
max_stage_delay_ns=0.46
timing.rr.end=stateout[1]
worstSetupEndpointType=primary output

[floorplanning]
dieWidth_microns=117
rows=35
initial_core_util_pct=10.69
io_pins=22
die_area_sq_um=13690
core_sq_um=9196
die_h_microns=117

[pwr]
p_total_w=0.0009996
p_leak_nw=0.5039
power.density_nw_per_um2=683.4
vdd_drop_max_v=0.0002260

[yosys]
syn_area_sq_um=983.4
synth_chip_area_sq_um=983.4
yosys_cells=58
synth.distinct_cells=21
yosysMostFrequentCell=edfxtp_1
synth_seq_share_pct=71.37
syn_area_per_cell_sq_um=16.96
common_cells=edfxtp_1, xor2_1, inv_1, a22o_1, dfrtp_1
async_reset_ff_share_pct=16.67
netlist_instances=58
area_leaders=edfxtp_1, dfrtp_1, xor2_1, a22o_1, dfstp_2
top_cell_area_share_pct=61.07
ys_warn_count=1
edf_count=20
synth-main-ff-cell=edfxtp_1
largest_area_cell=edfxtp_1
numSynthFlops=24

[grt]
grt_usage_pct=2.874
antenna_found_initial=0
grt_use_met2_pct=3.450
grt_max_degree=15
first_global_vias=591
grt_util_met1_pct=4.308
grt_overflow=0
busiest_layer=met1
grt_pass1_wl_mm=3.022
gr-usage-met3_pct=1.548

[worst_hold_path]
hold_path_class=in2async

[run]
warning_count=26
cap_violations=0

[finish]
fill_cells=1016
syn2layout_area_growth_pct=48.73
final-comb-area_sq_um=292.8
regArea_sq_um=701.9
fin_cells=198
drive_gt1_share_pct=18.39

[routing]
postRouteAntennaNets=0
avgViaCountPerCell=2.793
drcViolationCount=0
drt_first_pass_iters=2
via_count=553
wire_per_inst_microns=9.788
drtIter0Drc=22
wl_mm=1.938
antennaDiodeCount=0

[clock_tree]
htreeDepth=1
max-clock-path-buffers=2
cts-buffers-inserted=3
cts_tree=done
post-cts-setup-buffers=0
clock_latency_ns=0.27
clkSinkCount=24
ctsHoldBuffers=0
clkTransAtPathRegs_ns=0.09
root_buffer=clkbuf_8

[place]
dp_hpwl_mm=1.480
pre_cts_slack_ns=-0.1314
placed_cells=194
io_buffers=21
gp_congestion=0.7378

[run_status]
status=finished, final reports clean

report_power, final:
| group | internal [W] | total (W) | switching (W) |
|---|---|---|---|
| clock | 0.000206 | 0.000330 | 0.000124 |
| combinational | 0.0000861 | 0.000145 | 0.0000593 |
| sequential | 0.000478 | 0.000524 | 0.0000466 |
| total | 0.000770 | 0.00100 | 0.000230 |
placed cells by master (no fill, tap or decap):
| master | instances |
|---|---|
| a2111oi_2 | 1 |
| nor2_1 | 1 |
| clkdlybuf4s50_1 | 20 |
| xor2_2 | 4 |
| a22o_1 | 4 |
| and2_1 | 1 |
| xnor2_1 | 2 |
| inv_1 | 5 |
| dlygate4sd2_1 | 1 |
| clkbuf_8 | 3 |
| buf_4 | 4 |
| nor4_4 | 1 |
| dfstp_2 | 1 |
| xor2_1 | 2 |
| o21a_1 | 1 |
| bufinv_16 | 1 |
| a32o_1 | 1 |
| o21ai_0 | 1 |
| nor4b_4 | 1 |
| dfrtp_1 | 3 |
| edfxtp_1 | 20 |
| ha_1 | 2 |
| nand2_1 | 1 |
| nor3_1 | 1 |
| o221ai_1 | 1 |
| nand3_1 | 2 |
| and3_1 | 2 |
sequential cells by signal, summed over array words and instances (netlist names):
name / cells
waitcount: 6
current_state: 4
num_out: 4
savecol: 4
saverow: 4
stateout: 2
area by class of cell:
cell class,instances,share of cell area [%]
Clock inverter,1,2.053
Inverter,5,1.283
Clock buffer,3,2.823
Multi-Input combinational cell,29,20.02
Timing Repair Buffer,25,16.34
Sequential cell,24,47.99
Tap cell,111,9.495
stage by stage:
| stage | cell area, sq um | setup TNS [ns] | utilization, % |
|---|---|---|---|
| 2_1_floorplan | 983.4 | 0 | - |
| 5_1_grt | 1463 | 0 | 15.90 |
| 3_3_place_gp | 1363 | -0.1458 | 14.82 |
| 6_report | 1463 | 0 | 15.90 |
| 3_5_place_dp | 1363 | -0.1314 | 14.82 |
| 4_1_cts | 1463 | 0 | 15.90 |
per-layer routing:
metal | vias to the layer above | wire length [microns]
li1 | 272 | -
met1 | 261 | 1021
met2 | 18 | 719
met3 | 2 | 166
met4 | 0 | 29
met5 | - | 0
how the worst max path moves through the flow:
stage                 to  startpoint  cells after the start
final                 en     rows[1]                      5
after global routing  en     rows[3]                      5
after CTS             en     rows[1]                      5
repair_timing:
item | CTS | global route
endpoints found under the hold margin | 0 | 0
setup endpoints to repair | 1 | 0
gates resized | 5 | 0
logic make-up (layout without fill, tap and decap cells):
logic type	Yosys count	in the layout	synth area share [%]
adders and majority gates	2	2	2.544
buffers and inverters	5	34	1.909
AOI/OAI and AO/OA	9	9	8.269
and+or+nand+nor	10	10	8.777
DFF	24	24	71.37
xor gates and xnor gates	8	8	7.125
