==> design/flow/run.sh <==
#!/bin/bash
# OpenROAD 26Q1-2900-gdf79404cd8, Yosys 0.63+post, stock flow scripts
make -C /OpenROAD-flow-scripts/flow DESIGN_CONFIG=/design/flow/config.mk WORK_HOME=/design/flow/orfs finish
==> design/flow/config.mk <==
export PLATFORM = sky130hd
export DESIGN_NAME = lab3_holdstate
export DESIGN_NICKNAME = lab3_holdstate
export VERILOG_FILES = /design/flow/design.v
export SDC_FILE = /design/flow/constraint.sdc
export NUM_CORES = 4
export LEC_CHECK = 1
export CORE_AREA = 10 10 70 70
export DIE_AREA = 0 0 80 80
==> design/flow/constraint.sdc <==
current_design lab3_holdstate

set clk_period 1.4
set clk_io_pct 0.2

create_clock -name clk0 -period $clk_period [get_ports {clk}]

set non_clock_inputs [all_inputs -no_clocks]
set_input_delay [expr $clk_period * $clk_io_pct] -clock clk0 $non_clock_inputs
set_output_delay [expr $clk_period * $clk_io_pct] -clock clk0 [all_outputs]
==> design/flow/design.v <==
module lab3_holdstate(input logic clk, reset, en,
                    input logic [3:0] num_in, 
                    output logic [3:0] num_out,
                    output logic [1:0] anodes);
		logic [3:0] in1, in2;
		logic temp;  
        always_ff @(posedge clk,  negedge reset) begin
            if(reset == 0) begin
				in1 <= 4'b0000;
				in2 <= 4'b0000;
				temp <= 1;
				end
            else  begin 
					if (en&temp) begin
						in1 <= num_in;
						in2 <= in1;
						temp <= 0; 
						end
                     else if (~en)begin
						 temp <= 1; 
						 end
				end
        end
	always_comb begin
		if(clk) num_out = in2;   
		else num_out = in1; 
		end	
    assign anodes[0] = clk;
    assign anodes[1] = ~clk;
endmodule
==> out/notes.md <==
The post-route netlist has 62.2% of its cells at a drive strength greater than 1. The synthesized netlist devotes 0% of its cell area to adder and majority cells. Summing every instance area after synthesis gives 383 um^2. Counting every instance in the synthesized netlist gives 25.

The design draws 0.00138 W. Adding up every negative setup slack in the final design gives -0.742 ns. After clock tree synthesis, the flow added hold-fix buffers numbering 0. The max-slew check reports its worst relative slack as 73.1%. Clock-pin slew was measured on the worst setup and hold paths at 0.07 ns. The top cell types in the final layout, fill and taps aside, are 11 x sky130_fd_sc_hd__mux2_2, 8 x sky130_fd_sc_hd__dfrtp_1, 6 x sky130_fd_sc_hd__clkdlybuf4s50_1, 4 x sky130_fd_sc_hd__buf_2.

For the final count of negative-setup-slack endpoints, the log shows 5. The critical path in this run is classified as clock port to primary output. The cell sequence reported for the critical path is buf_8 -> buf_8 -> mux2_4 -> buf_6. The count of yosys warnings during synthesis is 1, and the number of max-capacitance violations reported is 0.

From synthesis to final layout, the design area changed by 65.4%. In the synthesized netlist, mux cells make up 35.3% of the area. The number of different library cells used by synthesis comes to 6.

Global routing used 3.08% of the available tracks across all layers. Summing all non-filler instances in the final layout gives an area of 633 um^2. The run gives 0 for the number of slew-limit violations in the final report. Setup repair after global routing could not meet its margin everywhere.

The worst setup path is captured at a primary output. By area, the combinational part of the netlist is dominated by multiplexers. The class of the most critical hold timing path was input pin to asynchronous set/reset pin. The cell area power density is 2180 mW/mm^2, and the actual slew at the worst max-slew pin is 0.403 ns. For the number of global-route vias before repair, the log shows 394. Per the final timing report, the hold violations number 0.

TritonCTS built the clock tree. The simple-gate area share of the yosys netlist was 1.63%. The starting utilization of the core area is 11.2%, and the wire length of the first global-routing pass is 1510 um. The run gives 18.5% for the fraction of the core area covered by cells at the end of the flow. Per the detail_route report, routed wire per instance is 9.21 um. The initial antenna violation count was 0.

The placed cell area is 553 um^2. The final timing report lists clock skew as 0.0615 ns. Warnings raised by the tools during the run amount to 36.

Entering global routing, the biggest net connects 10 pins. Die area: 0.00640 mm^2. For the register-to-register path setup slack, the log shows 0.26 ns. Synthesis inferred 9 register bits.

The detailed placer's ending HPWL was 610 um; the signal arrival time at the worst endpoint was 1.32 ns. The global route stage reports its total congestion overflow as 0. The worst register-to-register path ends at in2[2]$_DFFE_PN0P_.

The slowest stage of the critical path is the sky130_fd_sc_hd__mux2_4 cell. The run gives 0.28 ns as the clock network latency to the later pin of the worst-skew pair. By instance count after routing, the leading logic cell type is sky130_fd_sc_hd__mux2_2. The tools report the post-detailed-route DRC marker count as 0. The checks that failed: setup timing. For the met1 layer wirelength in the final routing, the log shows 277 um. With the final weighted congestion in routability-driven placement at 0.675, the least setup slack across all paths after layout is -0.202 ns. After detailed routing, no signal wire sits above met4. With the x dimension of the die at 80 um, the core box area is 0.00342 mm^2. The maximum resistive drop on vdd is 0.00100 V, and the total via count in the routed design is 265. The largest fanout on the critical path was 3. The run gives 0.30 ns for the largest stage delay on the critical path.

The leakage power of the design was 0.273 nW. The iteration count of the initial detailed-routing pass was 2; the area of the synthesized netlist per yosys stat was 383 um^2. The run gives 0 for the count of antenna diodes in the layout. In this run, the synthesized area fraction spent on AND-OR/OR-AND gates is recorded as 0%. The aggregate routed wire length is 838 um, and the post-synthesis cell count from yosys is 25. The routed design uses 361 um of met2 wire.

The beginning of the worst register-to-register path was temp$_DFFE_PN1P_. According to the timing report, the data required time at the worst endpoint equals 1.12 ns. The height of the chip works out to 80 um.

The count of boundary I/O pins was 13. Per Yosys stat, the portion of area used by sequential elements is 59.2%. The mean area per synthesized cell was 15.3 um^2; the number of input and output port buffers inserted was 12. The run finished, with violations left. The worst setup path is launched from a clock port.

The synthesized netlist devotes 0% of its cell area to XOR and XNOR gates. In this run the remaining antenna-violating nets after routing total 0. The logs give 2 for the number of DRC markers in iteration 0 and 21 for the standard-cell row count.

The worst register-to-register path depth is 2. The routed design shows a via density per instance of 2.91. For the length of routed met3 wiring, the log shows 167 um. The most numerous cell type found on the critical path is sky130_fd_sc_hd__buf_8.
-- worst max path at each step --
stage                 from    endpoint  slack, ns  cells after the start
after CTS              clk  num_out[1]      -0.26                      4
after global routing   clk  num_out[1]      -0.22                      4
final                  clk  num_out[1]      -0.20                      4
-- power breakdown --
| group | total [W] | switching [W] | internal, W |
|---|---|---|---|
| sequential | 0.000332 | 0.0000234 | 0.000309 |
| clock | 0.000973 | 0.000281 | 0.000692 |
| combinational | 0.0000736 | 0.0000227 | 0.0000509 |
-- metrics by stage --
| stage | worst slack (ns) | hold slack (ns) | cells |
|---|---|---|---|
| 2_1_floorplan | 0.196 | -0.0156 | 25 |
| 3_3_place_gp | -0.210 | 0.484 | 82 |
| 3_5_place_dp | -0.210 | 0.491 | 82 |
| 4_1_cts | -0.256 | 0.298 | 91 |
| 5_1_grt | -0.222 | 0.301 | 91 |
| 6_report | -0.202 | 0.285 | 91 |
-- cells by family (layout without fill, tap and decap cells) --
family / after synthesis / count (layout)
buf+inv: 3 / 23
simple gates: 1 / 1
flops: 9 / 9
mux: 12 / 12
-- worst max-delay path, delay by kind of cell --
family / cells / cell delay, ns
buf+inv: 3 / 0.32
mux: 1 / 0.30
-- final cells by class --
class | instances | area, um^2
Tap cell | 46 | 57.6
Multi-Input combinational cell | 13 | 145
Inverter | 1 | 3.75
Timing Repair Buffer | 6 | 60.1
Sequential cell | 9 | 226
Clock inverter | 1 | 3.75
Clock buffer | 15 | 136
Fill cell | 387 | 2780
-- flip-flops by register name, indices dropped and copies added (netlist names) --
name,cells
temp,1
in1,4
in2,4
-- layer usage --
metal,up-vias,track usage [%]
met2,18,3.13
li1,124,-
met3,6,4.66
met4,0,3.17
met1,117,2.30
met5,-,0
-- synthesized netlist by cell type --
cell | count | area (um^2)
sky130_fd_sc_hd__nand2_2 | 1 | 6.26
sky130_fd_sc_hd__dfstp_2 | 1 | 26.3
sky130_fd_sc_hd__mux2_2 | 12 | 135
sky130_fd_sc_hd__dfrtp_1 | 8 | 200
sky130_fd_sc_hd__buf_4 | 1 | 7.51
sky130_fd_sc_hd__inv_1 | 2 | 7.51
-- repair_timing --
item                                    in CTS  in global routing
endpoints found under the setup margin       6                  6
resized                                     26                  3
gates cloned                                 0                  0
setup buffers                                1                  0
Power figures rest on the tool's default switching activity, not on a simulated workload.
