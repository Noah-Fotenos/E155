[flow/config.mk]
export PLATFORM = sky130hd
export DESIGN_NAME = lab3_buttonpress
export DESIGN_NICKNAME = lab3_buttonpress
export VERILOG_FILES = /design/flow/design.v
export SDC_FILE = /design/flow/constraint.sdc
export NUM_CORES = 4
export LEC_CHECK = 1
export CORE_AREA = 10 10 70 70
export DIE_AREA = 0 0 80 80
[flow/constraint.sdc]
current_design lab3_buttonpress

set clk_period 3.5
set clk_io_pct 0.2

create_clock -name clk0 -period $clk_period

set non_clock_inputs [all_inputs -no_clocks]
set_input_delay [expr $clk_period * $clk_io_pct] -clock clk0 $non_clock_inputs
set_output_delay [expr $clk_period * $clk_io_pct] -clock clk0 [all_outputs]
[flow/design.v]
module lab3_buttonpress(input logic clk, reset,
                        input logic [3:0] cols, rows,
                        output logic keypressed,
                    output logic[3:0] num);
	logic [4:0] en_numpressed;
    always_comb begin
	   case({cols, rows}) 
		   8'b0001_0001: en_numpressed = 5'b11010;
		   8'b0010_0001: en_numpressed = 5'b10000;
		   8'b0100_0001: en_numpressed = 5'b11011;
		   8'b1000_0001: en_numpressed = 5'b11111;
		   8'b0001_0010: en_numpressed = 5'b10111;
		   8'b0010_0010: en_numpressed = 5'b11000;
		   8'b0100_0010: en_numpressed = 5'b11001;
		   8'b1000_0010: en_numpressed = 5'b11110;
		   8'b0001_0100: en_numpressed = 5'b10100;
		   8'b0010_0100: en_numpressed = 5'b10101;
		   8'b0100_0100: en_numpressed = 5'b10110;
		   8'b1000_0100: en_numpressed = 5'b11101;
		   8'b0001_1000: en_numpressed = 5'b10001;
		   8'b0010_1000: en_numpressed = 5'b10010;
		   8'b0100_1000: en_numpressed = 5'b10011;
		   8'b1000_1000: en_numpressed = 5'b11100;
           default: en_numpressed = 5'b00000;  
		endcase
        keypressed = en_numpressed[4];
        num = en_numpressed[3:0];
		end
endmodule
[flow/run.sh]
#!/bin/bash
# OpenROAD 26Q1-2900-gdf79404cd8, Yosys 0.63+post, stock flow scripts
make -C /OpenROAD-flow-scripts/flow DESIGN_CONFIG=/design/flow/config.mk WORK_HOME=/design/flow/orfs finish
==> flow_summary.yaml <==
# flow metrics
logic_synthesis:
  ys_types: 31
  avgSynthCellArea_sq_um: 7.115
  synth_top_cell_by_area: "nor4b_4"
  yosysWarnings: 1
  yosysSeqAreaShare_pct: 0
  area_leaders: "nor4b_4, xor2_1, buf_2"
  syn_inst: 67
  ys_cells: 67
  netlist.area_leader.share_pct: 9.974
  syn_area_sq_um: 476.7
  ys_area_sq_um: 476.7
cells_and_area:
  fillers: 391
  flops: 0
  area_growth_pct: 45.67
  mi_logic_area_sq_um: 425.4
  lay_top_count: "clkdlybuf4s50_1"
  clock_buffers: 0
  lay_top_cells: "clkdlybuf4s50_1, buf_4, nor2_1"
  drive_gt1_share_pct: 16.25
  regArea_sq_um: 0
  design_area_sq_um: 694.4
final_timing:
  setup_viol: 0
  slew_violations: 0
  fmax_mhz: 299.5
  hold_viol_final: 0
  fin_crit_sh_pct: 95.41
  tightest_slew_ns: 0.4278
  final.setup.tns_ns: 0
  grt_setup_unrepaired: "false"
  max_slew_margin_pct: 71.44
  period_minus_slack_ns: 3.339
pwr:
  power_leakage_nw: 0.2614
  peakVddDrop_mv: 0.02926
  power.internal_mw: 0.02931
  power_switching_mw: 0.03102
  clkPwrFrac_pct: 0
  swShare_pct: 51.42
  seqPwrFrac_pct: 0
  cellPowerDensity_mw_per_mm2: 86.88
  p_comb_share_pct: 100.0
grt:
  track_usage_pct: 4.110
  first_global_vias: 501
  overflow: 0
  antenna_found_initial: 0
  grt_max_degree: 16
  grt_pass1_wl_mm: 2.297
detailed_routing:
  met3_length_um: 84
  drt_iter0_drc: 58
  totalWireLength_mm: 1.388
  drcViolationCount: 0
  dr.pass1.iters: 4
  dr.max_layer_used: "met3"
  wl_met2_um: 588
  m1WireLength_um: 715
  num_antenna_cells: 0
  via_count: 549
  ant_nets: 0
  wl_per_cell_um: 11.02
  vias_per_cell: 4.357
hold_path:
  hold_class: "input port to primary output"
  min_from: "rows[1]"
cts:
  cts_setup_buffers: 0
  cts_resized: 0
  postCtsHoldBufs: 0
floorplanning:
  die_h_um: 80
  rows: 21
  die_area_sq_mm: 0.006400
  fp_util_pct: 13.96
  die_w_um: 80
  core_area_sq_mm: 0.003416
  ioPinCount: 15
critical_path:
  path_max_fanout: 8
  cpMostUsedCell: "clkdlybuf4s50_1"
  cpPeakStageDelay_ns: 0.47
  path_cells: "clkdlybuf4s50_1, buf_4, nor3b_1, nand4b_1, a31oi_1, a2111o_1, clkdlybuf4s50_1"
  crit_start: "rows[0]"
  worst_setup_path_start_kind: "input port"
  crit_slowest_cell: "clkdlybuf4s50_1"
  crit_type: "input port to primary output"
  cp.arrival_ns: 2.64
  cp.required_ns: 2.80
  endpoint_kind: "primary output"
flow_run:
  warnings: 34
  maxCapViolCount: 0
outcome:
  status: "finished, final reports clean"
placed_design:
  hpwl_mm: 1.098
  finalWeightedCongestion: 0.8275
  portBuffers: 13
  place_area_sq_um: 675.6
==> worst max-delay path: cells and delay by family <==
kind / cells / cell delay (ns)
AND-OR/OR-AND: 2 / 0.42
buffers and inverters: 3 / 1.07
AND/OR/NAND/NOR: 2 / 0.45
==> cells in the mapped netlist (2+ instances only) <==
master	number
nor4b_4	2
inv_1	2
a31oi_1	2
nand3_1	2
o211ai_1	4
xor2_1	5
a21oi_1	2
buf_2	6
nor3b_1	4
nand4_1	3
nor2b_1	2
a31o_1	2
o21ai_1	6
nor2_1	7
o21ai_0	2
==> metrics by stage <==
stage	hold slack [ns]	power, mW	instances	util [%]	setup WS (ns)
2_1_floorplan	1.571	0.03594	67	-	1.183
3_3_place_gp	2.561	0.05848	126	19.78	0.07456
3_5_place_dp	2.553	0.05911	126	19.78	0.06822
4_1_cts	2.566	0.05950	126	19.78	0.05526
5_1_grt	2.329	0.06671	126	20.33	0.009745
6_report	2.271	0.06033	126	20.33	0.1607
==> worst paths after layout <==
kind	endpoint	cells after the start	slack, ns
worst max-delay path	keypressed	7	0.16
worst min-delay path	num[3]	4	2.27
==> routing by layer <==
layer / GRT usage [%] / vias to the layer above
met5: 0 / -
met4: 0.1761 / 0
met3: 0.6818 / 0
met2: 6.100 / 18
met1: 6.262 / 243
li1: - / 288
==> final cells by class <==
type	count	area share [%]
timing repair buffer	21	28.83
tap	46	8.288
multi-input combinational	56	61.26
inverter	3	1.622
==> power by group through the flow <==
stage / sequential (mW) / combinational [mW] / clock, mW
global route: 0 / 0.0667 / 0
finish: 0 / 0.0603 / 0
CTS: 0 / 0.0595 / 0
==> cell families (layout without fill, tap and decap cells) <==
logic type	Yosys count	in the layout	synth area share, %
buf+inv	11	24	12.60
compound gates	23	23	33.33
xor+xnor	5	5	9.186
mux	1	1	2.362
simple gates	27	27	42.52
No activity file was given, so power comes from the tool's default toggle rates.
